==> flow/design.v <==
module IS42S16320D(
  input            ipClk,  
  input            ipReset,
  input      [24:0]ipAddress,
  input      [ 1:0]ipByteEnable,
  output reg       opWaitRequest,
  input      [15:0]ipWriteData,
  input            ipWrite,
  input            ipRead,
  output reg [15:0]opReadData,
  output reg       opReadDataValid,
  output           opCKE,
  output reg       opnCS,
  output reg       opnRAS,
  output reg       opnCAS,
  output reg       opnWE,
  output reg [12:0]opA,
  output reg [ 1:0]opBA,
  output reg [ 1:0]opDQM,
  inout      [15:0]bpDQ
);
reg        enDQ;
reg  [15:0]opDQ;
wire [15:0]ipDQ = bpDQ;
assign bpDQ = enDQ ? opDQ : 16'hZ;
reg [24:0]Buffer_Address;
reg [ 1:0]Buffer_ByteEnable;
reg [15:0]Buffer_WriteData;
reg       Buffer_Write;
reg       Buffer_Read;
localparam CAS_Latency     =  3;
localparam Banks           =  4;
localparam RowsAdrWidth    = 13;
localparam ColumnsAdrWidth = 10;
localparam RefreshPeriod    = 750;  
localparam PrechargeTimeout = 9500;  
typedef enum logic[3:0] {
  DESL  = 4'b1xxx,
  NOP   = 4'b0111,
  BST   = 4'b0110,
  READ  = 4'b0101,
  WRITE = 4'b0100,
  ACT   = 4'b0011,
  PRE   = 4'b0010,  
  REF   = 4'b0001,
  MRS   = 4'b0000   
} COMMAND;
COMMAND Command = NOP;
assign opCKE = 1'b1;
assign {opnCS, opnRAS, opnCAS, opnWE} = Command;
reg       Reset;
reg [14:0]Count;
reg [ 9:0]RefreshCount;
reg [ 3:0]RefreshBacklog;
reg [13:0]PrechargeCount;
reg [12:0]PageAddress;
logic [3:0]ReadCommands;
assign ReadCommands[0] = (Command == READ);
typedef enum{
  Powerup, Init,
  Idle,
  SetupRead, Reading,
  SetupWrite, Writing,
  Precharge, Refresh
} STATE;
STATE State;
always @(posedge ipClk) begin
  Reset <= ipReset;
  if(Reset) begin
    opWaitRequest   <=  1'b1;
    opReadData      <= 16'hx;
    opReadDataValid <=  1'b0;
    Buffer_Address    <= 13'hX;
    Buffer_ByteEnable <=  2'hX;
    Buffer_WriteData  <= 16'hX;
    Buffer_Write      <=  1'b0;
    Buffer_Read       <=  1'b0;
    Command <= NOP;
    opBA    <=  2'hx;
    opA     <= 13'hx;
    opDQM   <=  2'h3;
    enDQ    <=  1'b0;
    opDQ    <= 16'bX;
    Count          <= 0;
    RefreshCount   <= 0;
    RefreshBacklog <= 0;
    PrechargeCount <= 0;
    PageAddress <= 13'hx;
    ReadCommands[3:1] <= 0;
    State <= Powerup;
  end else begin
    if(Command == REF) begin
      if(|RefreshBacklog) RefreshBacklog <= RefreshBacklog - 1;
    end else if(RefreshCount == RefreshPeriod) begin
      RefreshCount <= 0;
      if(~&RefreshBacklog) RefreshBacklog <= RefreshBacklog + 1;
    end else begin
      RefreshCount <= RefreshCount + 1;
    end
    if     ( Command == ACT) PrechargeCount <= PrechargeTimeout;
    else if(|PrechargeCount) PrechargeCount <= PrechargeCount - 1;
    case(State)
      Powerup: begin
        if(&Count) State <= Init;  
        Count <= Count + 1;
      end
      Init: begin  
        opDQM <=  2'h3;
        enDQ  <=  1'd0;
        opDQ  <= 16'bX;
        case(Count[6:0])
          0: begin
            Command <= PRE;
            opA     <= 13'bx_x1xx_xxxx_xxxx;
            opBA    <=  2'h3;
          end
          3, 12, 21, 30, 39, 48, 57, 66: begin
            Command <= REF;
            opBA    <=  2'hx;
            opA     <= 13'hx;
          end
          75: begin
            Command     <= MRS;
            {opBA, opA} <= {5'b0,   
                            1'b1,   
                            2'd0,   
                            3'd3,   
                            1'b0,   
                            3'd0};  
          end
          77: begin
            Command <= NOP;
            opBA    <=  2'hx;
            opA     <= 13'hx;
            State   <= Idle;
          end
          default: begin
            Command <= NOP;
            opBA    <=  2'hx;
            opA     <= 13'hx;
          end
        endcase
        Count <= Count + 1;
      end
      Idle: begin
        if(~opWaitRequest) begin
          Buffer_Address    <= ipAddress;
          Buffer_ByteEnable <= ipByteEnable;
          Buffer_WriteData  <= ipWriteData;
          Buffer_Write      <= ipWrite;
          Buffer_Read       <= ipRead;
        end
        Count <= 0;
        Command <= NOP;
        opBA    <=  2'hx;
        opA     <= 13'hx;
        opDQM   <=  2'h3;
        enDQ    <=  1'd0;
        opDQ    <= 16'bX;
        if(|RefreshBacklog) begin
          opWaitRequest <= 1'b1;
          State <= Refresh;
        end else if(opWaitRequest && Buffer_Read) begin
          State <= SetupRead;
        end else if(opWaitRequest && Buffer_Write) begin
          State <= SetupWrite;
        end else if(~opWaitRequest && ipRead) begin
          opWaitRequest <= 1;
          State <= SetupRead;
        end else if(~opWaitRequest && ipWrite) begin
          opWaitRequest <= 1;
          State <= SetupWrite;
        end else begin
          opWaitRequest <= 0;
        end
      end
      SetupRead: begin
        PageAddress <= Buffer_Address[24:12];
        opDQM <=  2'h0;
        enDQ  <=  1'd0;
        opDQ  <= 16'bX;
        case(Count[3:0])
          0: begin
            Command <= ACT;
            opA     <= Buffer_Address[24:12];
            opBA    <= 2'h0;
          end
          2: begin
            Command <= ACT;
            opA     <= Buffer_Address[24:12];
            opBA    <= 2'h1;
          end
          4: begin
            Command <= ACT;
            opA     <= Buffer_Address[24:12];
            opBA    <= 2'h2;
          end
          6: begin
            Command <= ACT;
            opA     <= Buffer_Address[24:12];
            opBA    <= 2'h3;
          end
          9: begin
            opWaitRequest <= 0;
            Command <= READ;
            opBA    <= Buffer_Address[11:10];
            opA     <= {3'd0, Buffer_Address[9:0]};
            State   <= Reading;
          end
          default: begin
            Command <= NOP;
            opA     <= 13'hx;
            opBA    <=  2'hx;
          end
        endcase
        Count <= Count + 1;
      end
      Reading: begin
        Buffer_Address    <= ipAddress;
        Buffer_ByteEnable <= ipByteEnable;
        Buffer_WriteData  <= ipWriteData;
        Buffer_Write      <= ipWrite;
        Buffer_Read       <= ipRead;
        Count <= 0;
        if(&RefreshBacklog || ~|PrechargeCount) begin
          opWaitRequest <= 1;
          Command       <= NOP;
          State         <= Precharge;
        end else if(ipRead) begin
          if(ipAddress[24:12] == PageAddress) begin
            Command <= READ;
            opBA    <= ipAddress[11:10];
            opA     <= {3'd0, ipAddress[9:0]};
            opDQM   <=  2'h0;
            enDQ    <=  1'd0;
            opDQ    <= 16'bX;
          end else begin
            opWaitRequest <= 1;
            Command       <= NOP;
            State         <= Precharge;
          end
        end else if(ipWrite) begin
          opWaitRequest <= 1;
          Command       <= NOP;
          State         <= Precharge;
        end else begin
          Command <= NOP;
        end
      end
      SetupWrite: begin
        PageAddress <= Buffer_Address[24:12];
        case(Count[3:0])
          0: begin
            Command <= ACT;
            opA     <= Buffer_Address[24:12];
            opBA    <=  2'h0;
            opDQM   <=  2'h3;
            enDQ    <=  1'd0;
            opDQ    <= 16'bX;
          end
          2: begin
            Command <= ACT;
            opA     <= Buffer_Address[24:12];
            opBA    <=  2'h1;
            opDQM   <=  2'h3;
            enDQ    <=  1'd0;
            opDQ    <= 16'bX;
          end
          4: begin
            Command <= ACT;
            opA     <= Buffer_Address[24:12];
            opBA    <=  2'h2;
            opDQM   <=  2'h3;
            enDQ    <=  1'd0;
            opDQ    <= 16'bX;
          end
          6: begin
            Command <= ACT;
            opA     <= Buffer_Address[24:12];
            opBA    <=  2'h3;
            opDQM   <=  2'h3;
            enDQ    <=  1'd0;
            opDQ    <= 16'bX;
          end
          9: begin
            opWaitRequest <= 0;
            Command <= WRITE;
            opBA    <= Buffer_Address[11:10];
            opA     <= {3'd0, Buffer_Address[9:0]};
            opDQM   <= ~Buffer_ByteEnable;
            enDQ    <= 1'd1;
            opDQ    <= Buffer_WriteData;
            State   <= Writing;
          end
          default: begin
            Command <= NOP;
            opA     <= 13'hx;
            opBA    <=  2'hx;
            opDQM   <=  2'h3;
            enDQ    <=  1'd0;
            opDQ    <= 16'bX;
          end
        endcase
        Count <= Count + 1;
      end
      Writing: begin
        Buffer_Address    <= ipAddress;
        Buffer_ByteEnable <= ipByteEnable;
        Buffer_WriteData  <= ipWriteData;
        Buffer_Write      <= ipWrite;
        Buffer_Read       <= ipRead;
        Count <= 0;
        if(&RefreshBacklog || ~|PrechargeCount) begin
          opWaitRequest <= 1;
          Command       <= NOP;
          State         <= Precharge;
        end else if(ipWrite) begin
          if(ipAddress[24:12] == PageAddress) begin
            Command <= WRITE;
            opBA    <= ipAddress[11:10];
            opA     <= {3'd0, ipAddress[9:0]};
            opDQM   <= ~ipByteEnable;
            enDQ    <=  1'd1;
            opDQ    <= ipWriteData;
          end else begin
            opWaitRequest <= 1;
            Command       <= NOP;
            State         <= Precharge;
          end
        end else if(ipRead) begin
          opWaitRequest <= 1;
          Command       <= NOP;
          State         <= Precharge;
        end else begin
          Command <= NOP;
        end
      end
      Precharge: begin
        enDQ  <=  1'd0;
        opDQ  <= 16'bX;
        if(|ReadCommands) begin
          Command <= NOP;
        end else begin
          opDQM <= 2'h3;
          case(Count[1:0])
            1: begin
              Command <= PRE;
              opA     <= 13'bx_x1xx_xxxx_xxxx;
              opBA    <=  2'h3;
            end
            2: begin
              Command <= NOP;
              opBA    <=  2'hx;
              opA     <= 13'hx;
              State   <= Idle;
            end
            default: begin
              Command <= NOP;
              opBA    <=  2'hx;
              opA     <= 13'hx;
            end
          endcase
          Count <= Count + 1;
        end
      end
      Refresh: begin  
        opBA  <=  2'hx;
        opA   <= 13'hx;
        opDQM <=  2'h3;
        enDQ  <=  1'd0;
        opDQ  <= 16'bX;
        case(Count[3:0])
          0: begin
            Command <= REF;
          end
          8: begin
            Command <= NOP;
            State   <= Idle;
          end
          default: begin
            Command <= NOP;
          end
        endcase
        Count <= Count + 1;
      end
      default:;
    endcase
    opReadData <= ipDQ;
    { opReadDataValid, ReadCommands[3:1] } <= ReadCommands;
  end
end
endmodule
==> flow/run.sh <==
#!/bin/bash
# OpenROAD 26Q1-2900-gdf79404cd8, Yosys 0.63+post, stock flow scripts
make -C /OpenROAD-flow-scripts/flow DESIGN_CONFIG=/design/flow/config.mk WORK_HOME=/design/flow/orfs finish
==> flow/config.mk <==
export PLATFORM = sky130hd
export DESIGN_NAME = IS42S16320D
export DESIGN_NICKNAME = IS42S16320D
export VERILOG_FILES = /design/flow/design.v
export SDC_FILE = /design/flow/constraint.sdc
export NUM_CORES = 4
export LEC_CHECK = 1
export CORE_UTILIZATION = 40
==> flow/constraint.sdc <==
current_design IS42S16320D

set clk_period 5.0
set clk_io_pct 0.2

create_clock -name clk0 -period $clk_period [get_ports {ipClk}]

set non_clock_inputs [all_inputs -no_clocks]
set_input_delay [expr $clk_period * $clk_io_pct] -clock clk0 $non_clock_inputs
set_output_delay [expr $clk_period * $clk_io_pct] -clock clk0 [all_outputs]
==> reports/results.env <==
DIE_X_UM=135
INITIAL_ANTENNA_VIOLATION_COUNT=0
CP.REQUIRED_PS=5060
YOSYSWARNINGCOUNT=2
DRT_DRC_VIOLATIONS_LEFT=0
ASYNCSETRESETFLOPFRACSYNTH=0
GRT_UTIL_ALL_LAYERS=0.175
IRDROPWORSTVDD_mV=0.253
ANTENNA-DIODE-COUNT=0
STD_CELL_ROWS=48
REPORT.FINAL.HOLD_VIOL_COUNT=0
SEQ_SHARE_SYNTH=0.578
VIA_COUNT_OF_THE_FIRST_GLOBAL_ROUTING_PASS=4778
CTS.PATH.MAX_BUFFERS=2
ROUTED-VIA-COUNT=4958
LAYOUT_TOP_CELLS='sky130_fd_sc_hd__dfxtp_1 (92), sky130_fd_sc_hd__clkdlybuf4s50_1 (84), sky130_fd_sc_hd__nor2_1 (79)'
FINALHOLDWORSTSLACK_PS=360
YS_CHIP_AREA_UM2=7110
DRV_SLEW=0
REMAINING_GLOBAL_ROUTE_OVERFLOW=0
CLK-INSERTION-DELAY-LATE_PS=420
HTREE_LEVELS=4
NUMBER_OF_FLOPS_MAPPED_TO_ENABLE_CELLS_BY_YOSYS=75
DETAIL_ROUTE.FIRST_PASS.ITERATIONS=5
OUTCOME='finished, final reports clean'
FLOW.AREA_GROWTH_FROM_SYNTHESIS_PCT=22.7
CHIPAREA_UM2=18300
PATH_CLASS='in2reg'
TIME_THE_WORST_PATH_NEEDS_WITH_I_O_DELAYS_AND_SETUP_PS=3510
FIRST_ITER_VIOLATIONS=386
POST_SYNTH_INST_COUNT=642
SYNTHDOMINANTAREACELLTYPE='sky130_fd_sc_hd__edfxtp_1'
CTS_POST_SETUP_BUFFERS_INSERTED=0
FINALWIRELENGTH_UM=14900
TIGHTEST_SLEW_PS=832
TRITONCTS.NUM_BUFFERS=17
FLOP_CELL='sky130_fd_sc_hd__dfxtp_1'
PWR_DENSITY_CELL_nW_PER_UM2=371
TOTAL_LEAKAGE_POWER_nW=3.22
WORST_HOLD_PATH_TYPE='reg2reg'
NETLIST-CELL-TYPE-COUNT=68
SYNTHESIZED_AREA_PER_CELL_UM2=11.1
POST_SYNTHESIS_CELL_COUNT_FROM_YOSYS=642
PATH_MAX_FANOUT=15
FIN_SETUP_TNS_PS=0
CTS-ROOT-BUF='sky130_fd_sc_hd__clkbuf_16'
GLOBAL_ROUTE_WIRE_LENGTH_BEFORE_REPAIR_UM=24200
CP.ARRIVAL_PS=3570
DRT-VIAS-PER-INSTANCE=5.17
NETLIST_TOP_CELLS_AREA='sky130_fd_sc_hd__edfxtp_1 (32%), sky130_fd_sc_hd__dfxtp_1 (26%), sky130_fd_sc_hd__mux2i_1 (4.2%)'
FLOORPLAN.CORE_AREA_UM2=17400
CLKSLEWWORSTSETUPHOLDPATHS_PS=70
FLOORPLANUTILIZATION=0.410
CTSHOLDBUFFERS=0
SYNTH_FLOP_COUNT=168
MAX_SLEW_MARGIN=0.438
ROUTE.DETAILED.WL_PER_INST_UM=15.6
POST_CTS.RESIZED_INSTANCES=0
PLACE.DETAILED.HPWL_UM=10100
FP.DIEH_UM=135
POST-SYNTH-TOP-AREA-FRACTION=0.317
CTS.SINKS=168
UNREPAIRED_SETUP_ENDPOINTS_AFTER_GLOBAL_ROUTING='false'
FINAL_LAYOUT_TOP_LOGIC_CELL='sky130_fd_sc_hd__dfxtp_1'
WORST_SETUP_PATH_START_KIND='primary input'
WORST_CLOCK_SKEW_PS=9.40
POST_ROUTE_CELLS_DRIVE_ABOVE_1_SHARE=0.0926
ROUTE.ANTENNA.REMAINING_NETS=0
FINAL-SETUP-VIOL-COUNT=0
NUMBER_OF_BUFFERS_INSERTED_BY_PORT_BUFFERING=84
PLACE.GP.CONGESTION=0.885
PIN_COUNT_OF_THE_BIGGEST_NET_ENTERING_GLOBAL_ROUTING=55
SYN_STD_CELL_AREA_UM2=7110
MAX_CAP_VIOL_COUNT=0
TIMING.FINAL.CRIT_SHARE=0.703
CTS_TREE='done'
BOUNDARYPINS=103
CRIT_PATH_END_KIND='flop'
STAGE_LOG_WARNINGS=62
FMAX_MHz=285
==> worst paths after layout <==
path / start / endpoint / slack [ps] / cells past startpoint
min reg2reg: bpDQ[2]$_DFFE_PP_ / opReadData[2]$_DFF_P_ / 360 / 0
max reg2reg: PageAddress[9]$_DFFE_PP_ / opA[10]$_DFFE_PP_ / 2140 / 6
min: bpDQ[2]$_DFFE_PP_ / opReadData[2]$_DFF_P_ / 360 / 0
max: ipAddress[15] / opA[10]$_DFFE_PP_ / 1490 / 7
==> report_power, final <==
group	switching [W]	total, W	internal [W]
Clock	0.000576	0.00125	0.000675
Combinational	0.000224	0.000423	0.000199
Sequential	0.0000472	0.00156	0.00151
Total	0.000847	0.00323	0.00239
==> flip-flops by register name (all words and copies together) (netlist names), 9 cells and up <==
name / cells
Buffer_WriteData: 16
bpDQ: 16
opReadData: 16
opA: 13
Buffer_Address: 25
PrechargeCount: 14
Count: 15
PageAddress: 13
State: 9
RefreshCount: 10
==> synthesized netlist by cell type (3+ instances only) <==
master,instances
sky130_fd_sc_hd__nor3_1,18
sky130_fd_sc_hd__a21o_1,4
sky130_fd_sc_hd__mux2i_1,30
sky130_fd_sc_hd__nand3_1,18
sky130_fd_sc_hd__nor4_1,5
sky130_fd_sc_hd__buf_2,5
sky130_fd_sc_hd__ha_1,10
sky130_fd_sc_hd__inv_1,16
sky130_fd_sc_hd__nand3b_1,3
sky130_fd_sc_hd__o21ai_0,18
sky130_fd_sc_hd__a31oi_1,5
sky130_fd_sc_hd__nand2_1,37
sky130_fd_sc_hd__or3_1,8
sky130_fd_sc_hd__a21oi_1,29
sky130_fd_sc_hd__o21ai_1,3
sky130_fd_sc_hd__nand4_1,10
sky130_fd_sc_hd__or2_1,3
sky130_fd_sc_hd__dfxtp_1,93
sky130_fd_sc_hd__nor2b_1,5
sky130_fd_sc_hd__clkbuf_1,24
sky130_fd_sc_hd__a22oi_1,5
sky130_fd_sc_hd__nor2_1,79
sky130_fd_sc_hd__xor2_1,24
sky130_fd_sc_hd__a211oi_1,4
sky130_fd_sc_hd__mux2_2,16
sky130_fd_sc_hd__and2_1,6
sky130_fd_sc_hd__o22ai_1,4
sky130_fd_sc_hd__and3_1,7
sky130_fd_sc_hd__xnor2_1,24
sky130_fd_sc_hd__nor4bb_1,3
sky130_fd_sc_hd__edfxtp_1,75
==> critical path: stages <==
cell and delay [ps]:
sky130_fd_sc_hd__clkdlybuf4s50_1 500, sky130_fd_sc_hd__xnor2_1 120, sky130_fd_sc_hd__nand4_1 110, sky130_fd_sc_hd__nor3_1 480, sky130_fd_sc_hd__nand3_1 260, sky130_fd_sc_hd__a211oi_1 540
sky130_fd_sc_hd__a21o_1 550
==> routing by layer <==
| metal | wire length (µm) | vias up | global-route usage |
|---|---|---|---|
| met5 | 0 | - | 0 |
| met3 | 1120 | 6 | 0.0493 |
| met4 | 100 | 0 | 0.0137 |
| met1 | 7130 | 2337 | 0.283 |
| met2 | 6580 | 158 | 0.256 |
| li1 | - | 2457 | - |
==> metrics by stage <==
stage	utilization	total power [W]	setup WS, ps	cell area [µm²]	instances
final	0.503	0.00323	1490	8730	959
after global routing	0.503	0.00339	1320	8730	959
after CTS	0.503	0.00328	1470	8730	959
after detailed placement	0.470	0.00201	1030	8160	927
after global placement	0.470	0.00200	1020	8160	927
after floorplan	-	0.00189	1960	7110	642
==> cell type report <==
type / count / area (µm²)
sequential: 168 / 4120
multi-input combinational: 424 / 2790
tap: 225 / 282
fill: 1533 / 8630
clock inverter: 13 / 130
inverter: 17 / 63.8
timing repair buffer: 93 / 908
clock buffer: 19 / 443
==> cells by family after synthesis <==
logic type / Yosys count / share of synthesized area
and+or+nand+nor: 219 / 0.153
other: 2 / 0.00106
xor gates and xnor gates: 48 / 0.0591
AOI/OAI and AO/OA: 98 / 0.0904
DFF: 168 / 0.578
muxes: 46 / 0.0676
adders and majority gates: 11 / 0.0204
buffers and inverters: 50 / 0.0296
Power is estimated from default activity; no workload was simulated.
